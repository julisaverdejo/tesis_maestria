===== constraint.sdc =====
current_design ram_ip

set clk_period 21.0
set clk_io_pct 0.2

create_clock -name clk0 -period $clk_period [get_ports {clk_i}]

set non_clock_inputs [all_inputs -no_clocks]
set_input_delay [expr $clk_period * $clk_io_pct] -clock clk0 $non_clock_inputs
set_output_delay [expr $clk_period * $clk_io_pct] -clock clk0 [all_outputs]

===== config.mk =====
export PLATFORM = sky130hd
export DESIGN_NAME = ram_ip
export DESIGN_NICKNAME = ram_ip
export VERILOG_FILES = /design/flow/design.v
export SDC_FILE = /design/flow/constraint.sdc
export NUM_CORES = 4
export LEC_CHECK = 1
export CORE_UTILIZATION = 30

===== run.sh =====
#!/bin/bash
# OpenROAD 26Q1-2900-gdf79404cd8, Yosys 0.63+post, stock flow scripts
make -C /OpenROAD-flow-scripts/flow DESIGN_CONFIG=/design/flow/config.mk WORK_HOME=/design/flow/orfs finish

===== design.v =====
module ram_ip #(
  parameter Width = 16
) (
    input              clk_i,
	input              we_i,
	input  [5:0]       addr_i,
	input  [Width-1:0] dinram_i,
	output [Width-1:0] doutram_o
);
  reg [Width-1:0] ram [63:0];
  always @(posedge clk_i) begin
    if (we_i)
	  ram[addr_i] <= dinram_i;
	end
  assign doutram_o = ram[addr_i];
endmodule

==> results_dict.tcl <==
# yosys + openroad results
set metrics [dict create \
    outcome "finished clean" \
    cp_max_fo 46 \
    die_x_um 363 \
    grt_use_met2 0.248 \
    crit_family "buffers and inverters" \
    largest_register_ffs 1024 \
    area_delta_synth_final_pct 15.5 \
    grt.met1_usage 0.218 \
    clockBufferDepth 3 \
    reg_top3 "ram: 1024 flops" \
    cts_tree "built" \
    grt_pass1_vias 22400 \
    regArea_um2 30700 \
    maxCapViolCount 0 \
    worst_path_most_repeated_cell "buf_4" \
    ir_drop_mv 0.0693 \
    start_kind "primary input" \
    setup_tns_ps 0 \
    leakage_nw 14.2 \
    worst_slew_pin_slew_ps 979 \
    lay_top_count "edfxtp_1" \
    ys_seq_frac 0.785 \
    dieArea_um2 132000 \
    ys_types 54 \
    clk_pin_slew_ps 60 \
    hold_buffers 0 \
    vias 22000 \
    drc 0 \
    numCtsBuffers 105 \
    root_buffer "clkbuf_16" \
    ys_async_sr_fraction 0 \
    max_slew_margin 0.345 \
    edf_count 1024 \
    cp_slowest_cell "nor3_1" \
    period_minus_slack_ps 12810 \
    busiest_layer "met2" \
    postCtsSetupRepairBufs 0 \
    place_hpwl_um 66300 \
    rsz0062_at_grt "no" \
    cp_num_buf_inv 6 \
    grt_usage 0.175 \
    mi_logic_area_um2 7650 \
    drt_iter0_markers 1758 \
    ys_warn_count 1 \
    syn_inst 2248 \
    wl_um 108000 \
    grt_overflow 0 \
    finalHoldViolCount 0 \
    core_area_um2 129000 \
    grt_first_pass_wirelength_um 157000 \
    max_freq_mhz 78.0 \
    synth_flop_count 1024 \
    regMostFlops "ram" \
    row_count 132 \
    dpl.cell_count 3998 \
    grt_use_met3 0.129 \
    fp_util 0.302 \
    drtAntennaViolNets 0 \
    mostFrequentLayoutCells "edfxtp_1, a22oi_1, nor2_1" \
    wl_per_cell_um 25.8 \
    ioPinCount 40 \
    tool_warnings 26 \
    grt_max_degree 65 \
    slowest_delay_ps 790 \
    p_per_area_nw_per_um2 95.2 \
    die_h_um 363 \
    setup_viol 0 \
    cp.required_ps 16800 \
    yosysCellCount 2248 \
    end_kind "output port" \
    cts_resized 0 \
    clock-sinks 1024 \
    antenna_found_initial 4 \
    flop_cell "edfxtp_1" \
    final_cells 4190 \
    ys_chip_area_um2 39200 \
    viasPerCell 5.25 \
    netlist_area_um2 39200 \
    syn_avg_cell_area_um2 17.4 \
    hold_class "primary input to register" \
    fin_crit_sh 0.610 \
    arrival_ps 8610 \
    worstSetupPathType "primary input to output port" \
    slew_viol_final 0 \
    io_buffer_count 39 \
    drive_above_1_share 0.135 \
    firstDrtPassIters 6 \
    gp_congestion 0.948 \
    fill_cells 12000 \
    crit_chain "buf_8 > buf_4 > inv_2 > buf_4 > and2_1 > buf_4 > a22oi_1 > a31oi_1 > nor3_1 > nand4_1 > clkdlybuf4s50_1" \
    htree_levels 3 \
]
## per-layer routing
metal | share of wire | wire length (um)
met1 | 0.36 | 39000
met2 | 0.44 | 47800
met3 | 0.17 | 17900
met4 | 0.030 | 3290
met5 | 0.0017 | 183
## where the power goes
group | leakage, nW | internal (mW) | switching [mW]
logic | 3.39 | 0.0672 | 0.175
registers | 9.21 | 2.26 | 0.00295
clock network | 1.61 | 1.04 | 0.762
total | 14.2 | 3.37 | 0.939
## per-stage QoR
step	hold WS, ps	setup WS, ps	total power [mW]	util	area (um2)
after floorplan	4300	11070	2.42	-	39200
after global placement	4400	8470	2.55	0.324	41900
after detailed placement	4400	8430	2.55	0.324	41900
after CTS	3720	8440	4.33	0.349	45200
after global routing	3740	8020	4.43	0.349	45200
final	3750	8190	4.31	0.349	45200
## cell type report
type,instances,area share
Sequential cell,1024,0.680
Multi-Input combinational cell,1060,0.169
Clock buffer,138,0.0618
Tap cell,1742,0.0482
Timing Repair Buffer,170,0.0287
Clock inverter,52,0.0120
Inverter,2,0.000166
Antenna cell,2,0.000111
## cells in the mapped netlist (2+ instances only)
library cell  instances  area share
a2111oi_0             8      0.0018
a211oi_1             20      0.0038
a21oi_1              74      0.0095
a221o_1               2     0.00051
a221oi_1            106       0.024
a222oi_1              9      0.0023
a22o_1               21      0.0047
a22oi_1             196       0.038
a311oi_1              6      0.0013
a31oi_1              23      0.0037
a32o_1                2     0.00051
and2_1                4     0.00064
buf_1                13      0.0012
buf_2                62      0.0079
buf_4                16      0.0031
buf_6                 9      0.0026
clkbuf_1             62      0.0059
edfxtp_1           1024        0.79
mux2_2               17      0.0049
mux2i_1             154       0.039
mux4_2                6      0.0035
nand2_1              40      0.0038
nand2b_1              5     0.00080
nand3_1              10      0.0013
nand3b_1              3     0.00058
nand4_1               7      0.0011
nor2_1              159       0.015
nor2b_1               9      0.0014
nor3_1               10      0.0013
nor3b_1               3     0.00058
o211a_1               7      0.0018
o211ai_1              4     0.00077
o21ai_0              29      0.0037
o21ai_1               4     0.00051
o221ai_1             14      0.0031
o22a_1               27      0.0060
o22ai_1              58      0.0093
or4_1                 9      0.0017
## worst paths after layout
check	cells after the start	startpoint	endpoint
setup / recovery	11	addr_i[2]	doutram_o[11]
hold / removal	1	dinram_i[9]	ram[25][9]
## cells by family after synthesis
group / share of synthesized area
AOI/OAI and AO/OA: 0.116
buffers and inverters: 0.0210
DFF: 0.785
muxes: 0.0480
and+or+nand+nor: 0.0296
No activity file was given, so power comes from the tool's default toggle rates.
