<file path="design/flow/config.mk">
export PLATFORM = sky130hd
export DESIGN_NAME = spi_write_read
export DESIGN_NICKNAME = spi_write_read
export VERILOG_FILES = /design/flow/design.v
export SDC_FILE = /design/flow/constraint.sdc
export NUM_CORES = 4
export LEC_CHECK = 1
export CORE_UTILIZATION = 50
</file>
<file path="design/flow/constraint.sdc">
current_design spi_write_read

set clk_period 3.2
set clk_io_pct 0.2

create_clock -name clk0 -period $clk_period [get_ports {clk_i}]

set non_clock_inputs [all_inputs -no_clocks]
set_input_delay [expr $clk_period * $clk_io_pct] -clock clk0 $non_clock_inputs
set_output_delay [expr $clk_period * $clk_io_pct] -clock clk0 [all_outputs]
</file>
<file path="design/flow/design.v">
module spi_write_read (
  input         rst_i,
  input         clk_i,
  input         strc_i,
  input   [7:0] cmd_i,
  input   [7:0] kmax_i,
  input         miso_i,
  output        mosi_o,
  output [11:0] dout_o,
  output        dclk_o,
  output        cs_o,
  output        eoc_o
);
  wire slow_clk, eow, eor;
  spi_write_ip mod_spiw (
    .rst_i(rst_i),
    .clk_i(clk_i),
    .strw_i(strc_i),
    .cmd_i(cmd_i),
    .kmax_i(kmax_i),
    .mosi_o(mosi_o),
    .dclk_o(dclk_o),
    .cs_o(cs_o),
    .eow_o(eow),
    .slow_clk_o(slow_clk)
  );
  spi_read_ip mod_spir (
    .rst_i(rst_i), 
    .clk_i(clk_i),
    .strr_i(strc_i), 
    .miso_i(miso_i), 
    .slow_clk_i(slow_clk), 
    .dout_o(dout_o), 
    .eor_o(eor)
  );
  assign eoc_o = eow & eor;
endmodule
module counter_r #(
  parameter Width = 6
) (
  input               rst_i,
  input               clk_i,
  input        [1:0]  opc_i,
  output [Width-1:0]  cnt_o
);
  reg [Width-1:0] mux_d, reg_q;
  always @(opc_i, reg_q) begin
    case (opc_i)
      2'b00 : mux_d = 0;
      2'b01 : mux_d = reg_q;
      2'b10 : mux_d = reg_q + 1;
      2'b11 : mux_d = 0;
      default : mux_d = 0;
    endcase
  end
  always @(posedge clk_i, posedge rst_i) begin
    if (rst_i)
      reg_q <= 0;
    else
      reg_q <= mux_d;
  end
  assign cnt_o = reg_q;
endmodule
module fsm_spi_read (
  input             rst_i,
  input             clk_i,
  input             strr_i,
  input             slow_clk_i,
  input      [5:0]  cnt_i,
  output reg [1:0]  opc1_o,
  output reg [1:0]  opc2_o,
  output reg        eor_o,
  output reg        hab_o
);
  localparam [3:0] s0 = 4'b0000,  
                   s1 = 4'b0001,  
                   s2 = 4'b0010,  
                   s3 = 4'b0011,  
                   s4 = 4'b0100,  
                   s5 = 4'b0101,  
                   s6 = 4'b0110,  
                   s7 = 4'b0111;  
  reg [3:0] next_state, present_state;
  always @(slow_clk_i, cnt_i, strr_i, present_state) begin
    opc1_o = 2'b00; opc2_o = 2'b00; eor_o = 1'b1; hab_o = 1'b0;
    next_state = present_state;
    case (present_state)
      s0 : begin
             opc1_o = 2'b00; opc2_o = 2'b00; eor_o = 1'b1; hab_o = 1'b0;
             if (strr_i)
               next_state = s1;
           end
      s1 : begin
             opc1_o = 2'b01; opc2_o = 2'b01; eor_o = 1'b0; hab_o = 1'b0;
             next_state = s2;
           end
      s2 : begin
             opc1_o = 2'b01; opc2_o = 2'b01; eor_o = 1'b0; hab_o = 1'b0;
             if (slow_clk_i)
               next_state = s3;
           end
      s3 : begin
             opc1_o = 2'b10; opc2_o = 2'b01; eor_o = 1'b0; hab_o = 1'b0;
             next_state = s4;
           end
      s4 : begin
             opc1_o = 2'b01; opc2_o = 2'b01; eor_o = 1'b0; hab_o = 1'b0;
             if (slow_clk_i) begin
               if (cnt_i == 6'd50) begin
                 next_state = s7;
               end else begin
                 if (cnt_i >= 6'd18)
                   next_state = s5;
                 else
                   next_state = s3;
               end
             end
           end
      s5 : begin
             opc1_o = 2'b10; opc2_o = 2'b10; eor_o = 1'b0; hab_o = 1'b0;
             next_state = s6;
           end
      s6 : begin
             opc1_o = 2'b01; opc2_o = 2'b01; eor_o = 1'b0; hab_o = 1'b0;
             if (slow_clk_i) 
               next_state = s3;
           end
      s7 : begin
             opc1_o = 2'b01; opc2_o = 2'b01; eor_o = 1'b0; hab_o = 1'b1;
             next_state = s0;
           end
      default : begin
                  next_state = s0;
                end
    endcase
  end
  always @(posedge clk_i, posedge rst_i) begin
    if (rst_i)
      present_state <= s0;
    else
      present_state <= next_state;
  end
endmodule
module pipo_reg #(
  parameter Width = 12
) ( 
  input                   rst_i,
  input                   clk_i,
  input                   hab_i,
  input      [Width-1:0]  din_i,
  output reg [Width-1:0]  dout_o
);
  always @(posedge clk_i, posedge rst_i) begin
    if (rst_i)
      dout_o <= 0; 
    else if (hab_i)
      dout_o <= din_i;
  end   
endmodule
module sipo_reg #(
  parameter Width = 16
) (
  input               rst_i,
  input               clk_i,
  input               din_i,
  input         [1:0] op_i,
  output  [Width-1:0] dout_o
);
  reg [Width-1:0] reg_q, mux_d;
  always @(din_i, op_i, reg_q) begin
    case (op_i)
      2'b00   : mux_d = 0;
      2'b01   : mux_d = reg_q;
      2'b10   : mux_d = {reg_q[Width-2:0],din_i};
      2'b11   : mux_d = 0;
      default : mux_d = 0;
    endcase
  end
  always @(posedge clk_i, posedge rst_i) begin
    if (rst_i)
      reg_q <= 0;
    else
      reg_q <= mux_d;
  end
  assign dout_o = reg_q;
endmodule
module spi_read_ip (     
  input         rst_i,
  input         clk_i,
  input         strr_i,
  input         miso_i,
  input         slow_clk_i,
  output [11:0] dout_o,
  output        eor_o
);
  wire [5:0] cnt;
  wire [1:0] opc1, opc2;
  wire [15:0] data;
  wire hab;
  counter_r  #(.Width(6))  mod_cnt_r  (.rst_i(rst_i), .clk_i(clk_i), .opc_i(opc1), .cnt_o(cnt));
  sipo_reg   #(.Width(16)) mod_sipo   (.rst_i(rst_i), .clk_i(clk_i), .din_i(miso_i), .op_i(opc2), .dout_o(data));
  pipo_reg   #(.Width(12)) mod_pipo   (.rst_i(rst_i), .clk_i(clk_i), .hab_i(hab), .din_i(data[15:4]), .dout_o(dout_o)); 
  fsm_spi_read mod_fsm_spi_read (  
    .rst_i(rst_i), 
    .clk_i(clk_i), 
    .strr_i(strr_i), 
    .slow_clk_i(slow_clk_i), 
    .cnt_i(cnt), 
    .opc1_o(opc1), 
    .opc2_o(opc2), 
    .eor_o(eor_o), 
    .hab_o(hab)
  );
endmodule  
module clk_div #(
  parameter Width = 8
) ( 
  input             rst_i,
  input             clk_i,
  input             h_i,
  input [Width-1:0] kmax_i,
  output            slow_clk_o
);
  wire [Width-1:0] mux1;
  wire [Width-1:0] mux2_d;
  wire comp;
  reg [Width-1:0] reg_q;
  assign mux1 = (h_i) ? reg_q - 1 : reg_q;
  assign mux2_d = (comp) ? kmax_i : mux1;
  assign comp = ( reg_q == {Width{1'b0}} ) ? 1'b1 : 1'b0;
  always @(posedge clk_i, posedge rst_i) begin
    if (rst_i)
      reg_q <= 0;
    else
      reg_q <= mux2_d;
  end
  assign slow_clk_o = comp;
endmodule
module counter_w #(
  parameter Width = 5
) (
  input              rst_i,
  input              clk_i,
  input        [1:0] opc_i,
  output             flag_o
);
  reg [Width-1:0] mux_d, reg_q;
  always @(opc_i, reg_q) begin
    case (opc_i)
      2'b00   : mux_d = 0;
      2'b01   : mux_d = reg_q;
      2'b10   : mux_d = reg_q + 1;
      2'b11   : mux_d = 0;
      default : mux_d = reg_q;
    endcase
  end
  always @(posedge clk_i, posedge rst_i) begin
    if (rst_i)
      reg_q <= 0;
    else
      reg_q <= mux_d;
  end
  assign flag_o = (reg_q == 5'd25) ? 1'b1 : 1'b0;
endmodule
module fsm_spi_write (
  input            rst_i,
  input            clk_i,
  input            strw_i,
  input            slow_clk_i,
  input            flag_i,
  output reg [1:0] opc1_o,
  output reg [1:0] opc2_o,
  output reg       cs_o,
  output reg       dclk_o,
  output reg       hab_o,
  output reg       eow_o
);
  localparam [2:0] s0 = 3'b000,  
                   s1 = 3'b001,  
                   s2 = 3'b010,  
                   s3 = 3'b011,  
                   s4 = 3'b100,  
                   s5 = 3'b101,  
                   s6 = 3'b110;  
  reg [2:0] present_state, next_state;
  always @(strw_i, slow_clk_i, flag_i, present_state) begin
    next_state = present_state;
    opc1_o = 2'b11; opc2_o = 2'b11; cs_o = 1'b1; dclk_o = 1'b0; hab_o = 1'b0; eow_o = 1'b1;
    case (present_state)
      s0 : begin
             opc1_o = 2'b11; opc2_o = 2'b11; cs_o = 1'b1; dclk_o = 1'b0; hab_o = 1'b0; eow_o = 1'b1;
             if (strw_i)
               next_state = s1;
           end
      s1 : begin
             opc1_o = 2'b00; opc2_o = 2'b01; cs_o = 1'b0; dclk_o = 1'b0; hab_o = 1'b0; eow_o = 1'b0;
             next_state = s2;
           end
      s2 : begin
             opc1_o = 2'b01; opc2_o = 2'b01; cs_o = 1'b0; dclk_o = 1'b0; hab_o = 1'b1; eow_o = 1'b0;
             if (slow_clk_i)
               next_state = s3;
           end
      s3 : begin
             opc1_o = 2'b00; opc2_o = 2'b01; cs_o = 1'b0; dclk_o = 1'b1; hab_o = 1'b1; eow_o = 1'b0;
             if (slow_clk_i)
               next_state = s4;
           end 
      s4 : begin
             opc1_o = 2'b10; opc2_o = 2'b10; cs_o = 1'b0; dclk_o = 1'b0; hab_o = 1'b1; eow_o = 1'b0;
             next_state = s5;
           end
      s5 : begin
             opc1_o = 2'b00; opc2_o = 2'b01; cs_o = 1'b0; dclk_o = 1'b0; hab_o = 1'b1; eow_o = 1'b0;
             if (slow_clk_i) begin
                if (flag_i) begin
                  next_state = s6;
                end else begin
                  next_state = s3;
                end
             end
           end 
      s6 : begin
             opc1_o = 2'b00; opc2_o = 2'b01; cs_o = 1'b1; dclk_o = 1'b0; hab_o = 1'b1; eow_o = 1'b0;
               if(slow_clk_i)
                 next_state = s0;
           end
      default: begin
                 next_state = s0;
               end
    endcase
  end
  always @(posedge clk_i, posedge rst_i) begin
    if (rst_i)
      present_state <= s0;
    else
      present_state <= next_state;
  end
endmodule
module piso_reg #(
  parameter Width = 8
) (
  input             rst_i,
  input             clk_i,
  input [Width-1:0] din_i,
  input       [1:0] op_i,
  output            dout_o
);
  reg [Width-1:0] mux_d, reg_q;
  always @(din_i, op_i, reg_q) begin
    case (op_i)
      2'b00   : mux_d = reg_q;
      2'b01   : mux_d = din_i;
      2'b10   : mux_d = {reg_q[Width-2:0],1'b0};
      2'b11   : mux_d = 0;
      default : mux_d = 0;
    endcase
  end
  always @(posedge clk_i, posedge rst_i) begin
    if (rst_i)
      reg_q <= 0;
    else
      reg_q <= mux_d;
  end
  assign dout_o = reg_q[Width-1];
endmodule
module spi_write_ip (
  input        clk_i,
  input        rst_i,
  input        strw_i,
  input  [7:0] cmd_i,
  input  [7:0] kmax_i,
  output       mosi_o,
  output       dclk_o,
  output       cs_o,
  output       eow_o,
  output       slow_clk_o
);
  wire [1:0] opc1, opc2;
  wire slow_clk, flag, hab;
  piso_reg   #(.Width(8))  mod_piso    (.rst_i(rst_i), .clk_i(clk_i), .din_i(cmd_i), .op_i(opc1), .dout_o(mosi_o));
  counter_w  #(.Width(5))  mod_cnt_w   (.rst_i(rst_i), .clk_i(clk_i), .opc_i(opc2), .flag_o(flag));
  clk_div    #(.Width(8))  mod_clkdiv  (.rst_i(rst_i), .clk_i(clk_i), .h_i(hab), .kmax_i(kmax_i), .slow_clk_o(slow_clk));
  fsm_spi_write  mod_fsm_write (
    .rst_i(rst_i),
    .clk_i(clk_i),
    .strw_i(strw_i),
    .slow_clk_i(slow_clk),
    .flag_i(flag),
    .opc1_o(opc1),
    .opc2_o(opc2),
    .cs_o(cs_o),
    .dclk_o(dclk_o),
    .hab_o(hab),
    .eow_o(eow_o)
  );
  assign slow_clk_o = slow_clk;
endmodule
</file>
<file path="design/flow/run.sh">
#!/bin/bash
# OpenROAD 26Q1-2900-gdf79404cd8, Yosys 0.63+post, stock flow scripts
make -C /OpenROAD-flow-scripts/flow DESIGN_CONFIG=/design/flow/config.mk WORK_HOME=/design/flow/orfs finish
</file>
==> job_summary.md <==
### Flow metrics

| Metric | Value |
|---|---|
| FILL cells | `460` |
| Share of layout cells above drive strength 1 | `12.6%` |
| CP required | `2.56 ns` |
| Chip Width | `80.8 microns` |
| DRC viols | `0` |
| HP Class | `register to register` |
| CTS root buffer | `clkbuf_8` |
| Mean area per synthesized cell | `11.0 sq um` |
| Top cells by count | `68 x dfrtp_1, 29 x nand2_1, 29 x o21ai_0` |
| Fmax | `0.331 GHz` |
| All-Layer GR Usage | `19.8%` |
| Clk slew on worst S/H paths | `0.07 ns` |
| Log Warnings | `29` |
| Post-synth EDFFs | `0` |
| Core area | `5960 sq um` |
| Yosys top cell area share | `54.8%` |
| Post-CTS Setup Bufs | `0` |
| Final ANT Viol Nets | `0` |
| Yosys cell count | `282` |
| Total power | `1.74 mW` |
| Final Hold Viols | `0` |
| Number of diodes | `0` |
| Yosys warning tally | `8` |
| Vias | `2158` |
| Leakage | `1.74 nW` |
| Final setup fails | `0` |
| First-pass GRT wire length | `9470 microns` |
| CP Capture Type | `output port` |
| Antenna violations before repair | `0` |
| Worst VDD drop | `369 uV` |
| Yosys Chip Area | `3100 sq um` |
| Avg WL per Cell | `13.8 microns` |
| R2R cell count | `6` |
| Die Size | `6520 sq um` |
| PwrDens | `461 nW/um^2` |
| Clk buf depth | `2` |
| Hold buffer count at CTS | `0` |
| Number of global-route vias before repair | `1918` |
| Slew Viols, Final | `0` |
| Cell Type Count | `40` |
| Grt ovf | `0` |
| Slew at the pin closest to its max-slew limit | `0.752 ns` |
| IO Count | `36` |
| Async set-reset flop share out of synthesis | `100%` |
| Pre-antenna DRT Iters | `4` |
| Clock skew | `0.00661 ns` |
| Ys flops | `70` |
| Status | `complete, no violations` |
| Cts bufs inserted | `9` |
| Detailed Route WL | `5550 microns` |
| Depth of the worst hold-timing path | `1` |
| Die height | `80.8 microns` |
| Placer congestion estimate | `0.851` |
| WS Path Type | `register to output port` |
| Clock sink count | `70` |
| Final Cycle Share | `94.6%` |
| Slew Limit Headroom | `49.8%` |
| Starting Density | `52.1%` |
| IO Port Bufs | `35` |
| Largest net degree at the start of global routing | `38` |
| RSZ-0062 raised after global routing | `no` |
| Detail Placement HPWL | `3670 microns` |
| Crit path DAT | `2.39 ns` |
| Initial drt markers | `99` |
| Vias per cell | `5.38` |
| Setup TNS Final | `0 ns` |
| Reported max-cap violation count | `0` |
| Top cells, area | `dfrtp_1 55%, mux2_2 5.1%, o21ai_0 4.7%, a22o_1 4.0%, ha_1 3.6%` |
| Most common cell in the netlist | `dfrtp_1` |
| Synth-to-Final Area Change | `21.4%` |
| CTS tree | `built` |
| Synth area leader | `dfrtp_1` |
| Minimum clock period | `3.03 ns` |
| H-Tree Depth | `3` |
| Most common reg cell | `dfrtp_1` |
| Critical path startpoint category | `register` |
| Post-Syn Area | `3100 sq um` |
| Worst-skew pair later-pin latency | `0.33 ns` |
| Synth Seq Share | `56.5%` |
| Num rows | `28` |
| Post-Syn Instances | `282` |
| Critical Path Fanout Max | `6` |
==> sequential cells by signal (all words and copies together), names as in the netlist <==
name and cells:
mod_spir.mod_cnt_r.reg_q 6, mod_spir.mod_fsm_spi_read.present_state 8, mod_spir.mod_pipo.dout_o 12, mod_spir.mod_sipo.reg_q 16, mod_spiw.mod_clkdiv.reg_q 8, mod_spiw.mod_cnt_w.reg_q 5, mod_spiw.mod_fsm_write.present_state 7, mod_spiw.mod_piso.reg_q 8
==> per-stage QoR <==
stage / instance area (sq um) / hold WS, ns / std cells / util (%) / setup WS [ns]
final: 3770 / 0.454 / 401 / 63.3 / 0.174
after global routing: 3770 / 0.479 / 401 / 63.3 / 0.0677
after CTS: 3760 / 0.460 / 401 / 63.2 / 0.0733
after detailed placement: 3530 / 0.440 / 385 / 59.3 / 0.478
after global placement: 3530 / 0.443 / 385 / 59.3 / 0.493
after floorplan: 3100 / 0.421 / 282 / - / 0.795
==> worst paths after layout <==
check                                                                          start                                                    to  slack (ns)
worst max-delay path               mod_spiw.mod_fsm_write.present_state[6]$_DFF_PP0_                                                 eoc_o        0.17
worst min-delay path            mod_spir.mod_fsm_spi_read.present_state[4]$_DFF_PP0_  mod_spir.mod_fsm_spi_read.present_state[2]$_DFF_PP0_        0.45
worst max register to register  mod_spir.mod_fsm_spi_read.present_state[1]$_DFF_PP0_                mod_spir.mod_sipo.reg_q[6]$_DFFE_PP0P_        0.73
worst min register to register  mod_spir.mod_fsm_spi_read.present_state[4]$_DFF_PP0_  mod_spir.mod_fsm_spi_read.present_state[2]$_DFF_PP0_        0.45
max in group asynchronous                                                      rst_i               mod_spir.mod_cnt_r.reg_q[5]$_DFFE_PP0P_        1.80
min in group asynchronous                                                      rst_i                mod_spiw.mod_piso.reg_q[6]$_DFFE_PP0P_        0.75
==> kinds of logic (layout without fill, tap and decap cells) <==
group	count (synthesis)	count (layout)	share of synthesized area (%)
flip-flops	70	70	56.5
adder cells (fa/ha/maj)	9	9	3.63
AND-OR/OR-AND	73	73	15.1
XOR/XNOR	1	1	0.282
multiplexers	15	15	5.40
buffers and inverters	21	65	3.06
AND/OR/NAND/NOR	93	93	16.0
==> critical path, stage by stage (launching register included) <==
cell	delay (ns)
dfrtp_1	0.42
or2_4	0.26
or3_1	0.33
or2_2	0.30
and4b_1	0.28
clkdlybuf4s50_1	0.47
==> per-layer routing <==
metal  vias up  track usage, %  share of wire (%)
met2        37            25.6                 41
li1       1090               -                  -
met5         -               0                  0
met4         0            2.14               0.87
met3         5            4.56                4.0
met1      1026            36.8                 54
==> repair_timing <==
item                                   CTS  global route
endpoints found under the hold margin    0             0
gates resized                            0             1
setup endpoints to repair                0             1
==> final cells by class <==
cell class	instances	area [sq um]	area share, %
Sequential cell	70	1750	46.6
Clock inverter	5	81.3	2.16
Inverter	10	37.5	0.996
Clock buffer	11	151	4.02
Multi-Input combinational cell	191	1260	33.3
Timing Repair Buffer	39	393	10.4
Tap cell	75	93.8	2.49
==> where the power goes <==
part | switching, mW | internal, mW
logic | 0.0229 | 0.0256
registers | 0.000573 | 0.885
clock network | 0.323 | 0.481
==> placed cells by master (no fill, tap or decap), types with 2 or more instances in the layout <==
master	n
a31oi_1	8
nand2_1	29
nor2_1	15
a21oi_1	6
nand2b_1	3
dfstp_2	2
nand3_1	6
nor3_1	7
bufinv_16	2
inv_1	8
a21o_1	5
or3_1	5
nor2b_1	2
or4_1	5
a211oi_1	2
a22o_1	14
clkbuf_8	11
nand4_1	2
dfrtp_1	68
and2_1	10
buf_4	3
mux2_2	14
clkdlybuf4s50_1	35
o21ai_0	29
ha_1	9
o31ai_1	5
Power is estimated from default activity; no workload was simulated.
