`flow/run.sh`:
```
#!/bin/bash
# OpenROAD 26Q1-2900-gdf79404cd8, Yosys 0.63+post, stock flow scripts
make -C /OpenROAD-flow-scripts/flow DESIGN_CONFIG=/design/flow/config.mk WORK_HOME=/design/flow/orfs finish
```
`flow/config.mk`:
```
export PLATFORM = sky130hd
export DESIGN_NAME = top
export DESIGN_NICKNAME = top
export VERILOG_FILES = /design/flow/design.v
export SDC_FILE = /design/flow/constraint.sdc
export NUM_CORES = 4
export LEC_CHECK = 1
export CORE_UTILIZATION = 30
```
`flow/constraint.sdc`:
```
current_design top

set clk_period 7.0
set clk_io_pct 0.2

create_clock -name clk0 -period $clk_period [get_ports {clk_i}]

set non_clock_inputs [all_inputs -no_clocks]
set_input_delay [expr $clk_period * $clk_io_pct] -clock clk0 $non_clock_inputs
set_output_delay [expr $clk_period * $clk_io_pct] -clock clk0 [all_outputs]
```
`flow/design.v`:
```
module debouncer_ip #(
    parameter ClkRate = 100_000_000,
    parameter Baud    =  10_000_000
) (
    input  clk_i,
    input  rst_i,
    input  sw_i,
    output db_level_o,
    output db_tick_o
);
  reg ff1, ff2, ff3, ff4;
  wire ena_cnt, clear_cnt;
  always @(posedge clk_i, posedge rst_i) begin
    if (rst_i) begin
      ff1 <= 'd0;
      ff2 <= 'd0;
    end else begin
      ff1 <= sw_i;
      ff2 <= ff1;
    end
  end
  assign clear_cnt = ff1 ^ ff2;
  localparam BaudCounterMax = ClkRate / Baud;
  localparam BaudCounterSize = $clog2(BaudCounterMax);
  reg [BaudCounterSize-1:0] cnt;
  always @(posedge clk_i, posedge rst_i) begin
    if (rst_i) begin
      cnt <= 0;
    end else begin
      if (clear_cnt) begin
        cnt <= 0;
      end else if (~ena_cnt) begin
        cnt <= cnt + 1;
      end
    end
  end
  assign ena_cnt = (cnt == BaudCounterMax - 1) ? 1'b1 : 1'b0;
  always @(posedge clk_i, posedge rst_i) begin
    if (rst_i) begin
      ff3 <= 0;
    end else if (ena_cnt) begin
      ff3 <= ff2;
    end
  end
  assign db_level_o = ff3;
  always @(posedge clk_i, posedge rst_i) begin
    if (rst_i) begin
      ff4 <= 0;
    end else if (ena_cnt) begin
      ff4 <= ~ff3 & ff2;
    end
  end
  assign db_tick_o = ff4;
endmodule
module baud_gen (
    input         clk_i,
    input         rst_i,
    input  [10:0] dvsr_i,
    output        tick_o
);
  reg  [10:0] counter_q;
  wire [10:0] counter_d;
  wire counter_done;
  always @(posedge clk_i, posedge rst_i) begin
    if (rst_i) begin
      counter_q <= 11'd0;
    end else begin
      counter_q <= counter_d;
    end
  end
  assign counter_done = (counter_q == dvsr_i - 11'd1) ? 1'b1 : 1'b0;
  assign counter_d = (counter_done) ? 11'd0 : counter_q + 11'd1;
  assign tick_o = counter_done;
endmodule
module top #(
    parameter WordLength   = 8,
    parameter StopBitTicks = 16
) (
    input         clk_i,
    input         rst_i,
    input         sw_i,
    input  [7:0]  din_i,
    input         rx_i,
    output [7:0]  dout_o,
    output        tx_o,
    output        rx_done_tick_o,
    output        tx_done_tick_o
);
  wire [10:0] dvsr = 11'd54;            
  localparam fpga_freq = 100_000_000;   
  localparam db_baud = 1_000;           
  wire tick;
  uart_ip #(
    .WordLength  (WordLength),
    .StopBitTicks(StopBitTicks)
  ) uart_ip_inst (
    .clk_i(clk_i),
    .rst_i(rst_i),
    .dvsr_i(dvsr),
    .din_i(din_i),
    .rx_i(rx_i),
    .start_tx_i(tick),
    .dout_o(dout_o),
    .tx_o(tx_o),
    .rx_done_tick_o(rx_done_tick_o),
    .tx_done_tick_o(tx_done_tick_o)
  );
  debouncer_ip #(
    .ClkRate(fpga_freq),
    .Baud(db_baud)
  ) debouncer_inst (
    .clk_i(clk_i),
    .rst_i(rst_i),
    .sw_i(sw_i),
    .db_level_o(),
    .db_tick_o(tick)
  );
endmodule
module uart_ip #(
    parameter WordLength   = 8,
    parameter StopBitTicks = 16
) (
    input         clk_i,
    input         rst_i,
    input  [10:0] dvsr_i,
    input  [7:0]  din_i,
    input         rx_i,
    input         start_tx_i,
    output [7:0]  dout_o,
    output        tx_o,
    output        rx_done_tick_o,
    output        tx_done_tick_o
);
  wire tick;
  baud_gen baud_gen_inst(
    .clk_i(clk_i),
    .rst_i(rst_i),
    .dvsr_i(dvsr_i),
    .tick_o(tick)
  );
  uart_rx #(
    .WordLength  (WordLength),
    .StopBitTicks(StopBitTicks)
  ) uart_rx_inst(
    .clk_i(clk_i),
    .rst_i(rst_i),
    .rx_i(rx_i),
    .sample_tick_i(tick),
    .rx_done_tick_o(rx_done_tick_o),
    .dout_o(dout_o)
  );
  uart_tx #(
    .WordLength  (WordLength),
    .StopBitTicks(StopBitTicks)
  ) uart_tx_inst (
    .clk_i(clk_i),
    .rst_i(rst_i),
    .start_tx_i(start_tx_i),
    .sample_tick_i(tick),
    .din_i(din_i),
    .tx_o(tx_o),
    .tx_done_tick_o(tx_done_tick_o)
  );
endmodule
module uart_rx #(
    parameter WordLength   = 8,
    parameter StopBitTicks = 16
) (
    input            clk_i,
    input            rst_i,
    input            rx_i,
    input            sample_tick_i,
    output reg       rx_done_tick_o,
    output     [7:0] dout_o
);
  localparam [1:0]
    IDLE  = 2'b00,
    START = 2'b01,
    DATA  = 2'b10,
    STOP  = 2'b11;
  reg [1:0] state_reg, state_next;
  reg [3:0] sample_tick_counter_q, sample_tick_counter_d;
  reg [2:0] data_bit_counter_q,    data_bit_counter_d;
  reg [7:0] data_shift_buffer_q,   data_shift_buffer_d;
  always @(posedge clk_i, posedge rst_i) begin
    if (rst_i) begin
      state_reg             <= IDLE;
      sample_tick_counter_q <= 0;
      data_bit_counter_q    <= 0;
      data_shift_buffer_q   <= 0;
    end else begin
      state_reg <= state_next;
      sample_tick_counter_q <= sample_tick_counter_d;
      data_bit_counter_q    <= data_bit_counter_d;
      data_shift_buffer_q   <= data_shift_buffer_d;
    end
  end
  always @(*) begin
    state_next            = state_reg;
    rx_done_tick_o        = 1'b0;
    sample_tick_counter_d = sample_tick_counter_q;
    data_bit_counter_d    = data_bit_counter_q;
    data_shift_buffer_d   = data_shift_buffer_q;
    case (state_reg)
      IDLE: begin
        if (~rx_i) begin
          state_next            = START;
          sample_tick_counter_d = 0;
        end
      end
      START: begin
        if (sample_tick_i) begin
          if (sample_tick_counter_q == 7) begin
            state_next            = DATA;
            sample_tick_counter_d = 0;
            data_bit_counter_d    = 0;
          end else begin
            sample_tick_counter_d = sample_tick_counter_q + 1;
          end
        end
      end
      DATA: begin
        if (sample_tick_i) begin
          if (sample_tick_counter_q == 15) begin
            sample_tick_counter_d = 0;
            data_shift_buffer_d   = {rx_i, data_shift_buffer_q[7:1]};
            if (data_bit_counter_q == (WordLength - 1)) begin
              state_next = STOP;
            end else begin
              data_bit_counter_d = data_bit_counter_q + 1;
            end
          end else begin
            sample_tick_counter_d = sample_tick_counter_q + 1;
          end
        end
      end
      STOP: begin
        if (sample_tick_i) begin
          if (sample_tick_counter_q == (StopBitTicks - 1)) begin
            state_next = IDLE;
            rx_done_tick_o = 1'b1;
          end else begin
            sample_tick_counter_d = sample_tick_counter_q + 1;
          end
        end
      end
    endcase
  end
  assign dout_o = data_shift_buffer_q;
endmodule
module uart_tx #(
    parameter WordLength   = 8,
    parameter StopBitTicks = 16
) (
    input            clk_i,
    input            rst_i,
    input            start_tx_i,
    input            sample_tick_i,
    input      [7:0] din_i,
    output           tx_o,
    output reg       tx_done_tick_o
);
  localparam [1:0]
    IDLE  = 2'b00,
    START = 2'b01,
    DATA  = 2'b10,
    STOP  = 2'b11;
  reg [1:0] state_reg, state_next;
  reg [3:0] sample_tick_counter_q, sample_tick_counter_d;
  reg [2:0] data_bit_counter_q,    data_bit_counter_d;
  reg [7:0] data_shift_buffer_q,   data_shift_buffer_d;
  reg tx_q, tx_d;
  always @(posedge clk_i, posedge rst_i) begin
    if (rst_i) begin
      state_reg             <= IDLE;
      sample_tick_counter_q <= 0;
      data_bit_counter_q    <= 0;
      data_shift_buffer_q   <= 0;
      tx_q                  <= 1'b1;
    end else begin
      state_reg             <= state_next;
      sample_tick_counter_q <= sample_tick_counter_d;
      data_bit_counter_q    <= data_bit_counter_d;
      data_shift_buffer_q   <= data_shift_buffer_d;
      tx_q                  <= tx_d;
    end
  end
  always @(*) begin
    state_next            = state_reg;
    tx_done_tick_o        = 1'b0;
    sample_tick_counter_d = sample_tick_counter_q;
    data_bit_counter_d    = data_bit_counter_q;
    data_shift_buffer_d   = data_shift_buffer_q;
    tx_d                  = tx_q;
    case (state_reg)
      IDLE: begin
        tx_d = 1'b1;
        if (start_tx_i) begin
          state_next            = START;
          sample_tick_counter_d = 0;
          data_shift_buffer_d   = din_i;
        end
      end
      START: begin
        tx_d = 1'b0;
        if (sample_tick_i) begin
          if (sample_tick_counter_q == 15) begin
            state_next            = DATA;
            sample_tick_counter_d = 0;
            data_bit_counter_d    = 0;
          end else begin
            sample_tick_counter_d = sample_tick_counter_q + 1;
          end
        end
      end
      DATA: begin
        tx_d = data_shift_buffer_q[0];
        if (sample_tick_i) begin
          if (sample_tick_counter_q == 15) begin
            sample_tick_counter_d = 0;
            data_shift_buffer_d   = data_shift_buffer_q >> 1;
            if (data_bit_counter_q == (WordLength - 1)) begin
              state_next = STOP;
            end else begin
              data_bit_counter_d = data_bit_counter_q + 1;
            end
          end else begin
            sample_tick_counter_d = sample_tick_counter_q + 1;
          end
        end
      end
      STOP: begin
        tx_d = 1'b1;
        if (sample_tick_i) begin
          if (sample_tick_counter_q == (StopBitTicks - 1)) begin
            state_next     = IDLE;
            tx_done_tick_o = 1'b1;
          end else begin
            sample_tick_counter_d = sample_tick_counter_q + 1;
          end
        end
      end
    endcase
  end
  assign tx_o = tx_q;
endmodule
```
==> CHANGELOG.md <==
### Metrics

* Top metal layer carrying routed signals: met4
* Most common cell after layout, fill and taps aside: dfrtp_1
* Count of buffering cells on the critical path with inverters included at 2
* Number of warnings issued by yosys at 4
* DRT antenna net count at 0
* Clock latency at the later pin of the worst-skew pair at 0.32 ns
* Ordered list of cells on the worst path: inv_1 > ha_1 > nor4b_4 > nand4_1 > nor2_1 > clkdlybuf4s50_1
* H-tree depth at 3
* Combinational fraction of design power at 3.5%
* Chip footprint at 12500 sq um
* Chip height at 112 um
* Internal power summed over all cells at 0.705 mW
* Tally of OpenROAD warnings at 26
* Clock power frac at 49.2%
* Unrepaired setup endpoints after global routing: false
* Final hold slack at 0.450 ns
* Share of the clock period used by the worst path at 52.1%
* Number of placement rows at 39
* XOR Share, Synth at 3.62%
* Initial DRC Count at 149
* Pre-CTS setup slack at 3.72 ns
* Synth Cell Area at 3630 sq um
* Post-synth tally of flip-flops with integrated enable at 0
* Per-cell routed wire length at 13.3 um
* Drt drc at 0
* Largest Register: debouncer_inst.cnt
* Clock slew at the register clock pins of the worst setup and hold paths at 0.06 ns
* Layout-stage area growth over the synthesis result at 17.7%
* Library cell with the largest summed area after synthesis: dfrtp_1
* Grt total ovfl at 0
* Pre-antenna DRT Iters at 15
* Status: completed
* Max FFs per register at 17
* Chip area estimate from yosys synthesis at 3630 sq um
* Count of state elements after synthesis at 71
* Via count of the first global-routing pass at 2501
* I/O pin cnt at 23
* CP Data Arrival Time at 2.25 ns
* Ant. Diodes at 0
* Die Width at 112 um
* Dpl hpwl at 4.60 mm
* Fraction of synthesis flops using an asynchronous set or reset pin at 100%
* CP Launch Type: register
* Power density over the cells at 209 nW/um^2
* Fill cells at 1127
* Mux cell area share after synthesis at 10.3%
* Worst Hold Class: reg -> reg
* Clock tree sinks at 71
* Clock tree from TritonCTS: done
* Critical path's top delay family: simple AND/OR/NAND/NOR gates
* Most instantiated logic cells after routing: dfrtp_1 (68), nand2_1 (23), o21ai_0 (23), nor2_1 (22), clkdlybuf4s50_1 (22)
* Hold-fix buffers at CTS at 0
* Overall via count from detail_route at 2533
* CORE AREA at 11600 sq um
* Max-cap check violation count at 0
* Pin count of the biggest net entering global routing at 61
* Combined global-route utilization of all metal layers at 11.9%
* Sequential share of the synthesized area at 49.0%
* Number of cells in the yosys synthesis report at 338
* Root buffer cell: clkbuf_16
* Routed met3 length at 160 um
* Share of final-layout standard cells stronger than drive strength 1 at 13.5%
* DP Cell Count at 491
* Switching Fraction at 20.9%
* Pleak at 1.83 nW
* Simple-Gate Fraction of Synth Area at 19.0%
* Worst-margin pin slew at 0.878 ns
* Post-CTS setup repair buffer count at 0
* Dominant flop cell: dfrtp_1
* Inserted Clock Buffers at 9
* Final non-filler cell total at 507
* Final critical-path required period at 3.65 ns
* Count of final max-slew check failures at 0
* Core Util at FP at 31.3%
* Global-route wire length before repair at 12.2 mm
* Worst clock skew at 0.00931 ns
* Headroom to the max-slew limit at 41.1%
* RD Place Congestion at 0.828
* Number of cells produced by synthesis at 338
* Largest combinational cell category by area: simple AND/OR/NAND/NOR gates
* M1 wire length at 3.44 mm
* Area share, top type at 46.9%
* Number of library cell types mapped by synthesis at 56
* Worst Setup End Kind: primary output
* Sum of routed wire length over all layers at 6.75 mm
* # port buffers at 22
* Antenna violations before repair at 0
* Biggest regs: debouncer_inst.cnt x17, uart_ip_inst.baud_gen_inst.counter_q x11
* Critical path peak fanout at 7
* Slowest stage cell, crit path: clkdlybuf4s50_1
* Fmax achieved at 0.274 GHz
* Startpoint-to-endpoint class of the critical path: reg -> out
* Hold Violations, Final at 0
* Required arrival time at the worst endpoint at 5.60 ns
* Length of routed met2 wiring at 3.08 mm
* Adder-Cell Fraction of Synth Area at 3.10%
* Sequential share of power at 47.3%
* Via-per-instance ratio at 5.00
* Avg Cell Area, Syn at 10.7 sq um
* Sw Pwr at 0.187 mW
* Largest cells by area: dfrtp_1 (47%), mux2_2 (3.4%), mux2_4 (3.3%)
* Sum Neg Setup Slack at 0 ns
* Post-synthesis share of cell area spent on and-or and or-and gates at 12.1%
* Setup Viol. Count Final at 0
* Number of gates given a new drive strength after cts at 0
* Longest individual stage delay on the worst path at 0.47 ns
* Maximum ir drop on the vdd rail at 0.000111 V
* Clk buf depth at 2
* Worst setup slack after layout at 3.35 ns
## power by group through the flow
stage         registers, mW  logic [mW]  clock network, mW
finish                0.422      0.0314              0.438
global route          0.423      0.0365              0.470
CTS                   0.422      0.0326              0.450
## per-layer routing
layer / global-route usage, % / vias to the layer above
li1: - / 1283
met4: 1.60 / 0
met2: 18.3 / 30
met1: 18.8 / 1212
met3: 1.54 / 8
met5: 0 / -
## synthesized netlist by cell type, types with 2 or more instances
| cell | count |
|---|---|
| a2111oi_0 | 2 |
| inv_1 | 12 |
| a31oi_1 | 5 |
| o211ai_1 | 2 |
| nand2_1 | 23 |
| o41ai_1 | 2 |
| mux2i_1 | 5 |
| dfstp_2 | 3 |
| o21ai_0 | 23 |
| nand3_1 | 18 |
| and3_2 | 3 |
| nand3b_1 | 2 |
| nand4_1 | 7 |
| mux2_4 | 8 |
| ha_1 | 9 |
| nor2_1 | 22 |
| dfrtp_1 | 68 |
| a2111o_1 | 2 |
| mux2_2 | 11 |
| nand2b_1 | 8 |
| and3_1 | 6 |
| xor2_1 | 7 |
| or4_1 | 3 |
| mux2_1 | 7 |
| and2_1 | 3 |
| a21o_1 | 2 |
| a22o_1 | 3 |
| o31ai_1 | 6 |
| clkbuf_1 | 12 |
| or3_1 | 3 |
| a21oi_1 | 7 |
| nor4b_4 | 2 |
| o2bb2ai_1 | 2 |
| nor4_1 | 5 |
| xnor2_1 | 8 |
| nor3_1 | 7 |
## final timing paths
| check | cells after the start | startpoint | end | slack, ns |
|---|---|---|---|---|
| worst max-delay path | 6 | uart_ip_inst.baud_gen_inst.counter_q[1]$_DFF_PP0_ | rx_done_tick_o | 3.35 |
| worst min-delay path | 0 | debouncer_inst.ff1$_DFF_PP0_ | debouncer_inst.ff2$_DFF_PP0_ | 0.45 |
| worst max register to register | 6 | uart_ip_inst.baud_gen_inst.counter_q[1]$_DFF_PP0_ | uart_ip_inst.uart_tx_inst.data_bit_counter_q[0]$_DFFE_PP0P_ | 4.37 |
| worst min register to register | 0 | debouncer_inst.ff1$_DFF_PP0_ | debouncer_inst.ff2$_DFF_PP0_ | 0.45 |
| max in group asynchronous | 3 | rst_i | uart_ip_inst.uart_tx_inst.data_shift_buffer_q[7]$_DFFE_PP0P_ | 4.66 |
| min in group asynchronous | 2 | rst_i | uart_ip_inst.baud_gen_inst.counter_q[4]$_DFF_PP0_ | 1.32 |
## worst reg2reg max path: stages, from the launching register on
cell       delay (ns)
dfrtp_1          0.40
inv_1            0.07
ha_1             0.14
nor4b_4          0.41
nand4b_1         0.49
a2111oi_1        0.82
o31ai_1          0.14
## area by class of cell
| cell class | count | area (sq um) | share of cell area [%] |
|---|---|---|---|
| Tap cell | 143 | 179 | 4.18 |
| Multi-Input combinational cell | 241 | 1740 | 40.8 |
| Sequential cell | 71 | 1780 | 41.6 |
| Timing Repair Buffer | 24 | 235 | 5.50 |
| Inverter | 12 | 45.0 | 1.05 |
| Clock inverter | 6 | 62.6 | 1.46 |
| Clock buffer | 10 | 229 | 5.36 |
## cells by family after synthesis
logic type | Yosys count
xor gates and xnor gates | 15
DFF | 71
AOI/OAI and AO/OA | 65
buffers and inverters | 26
adders and majority gates | 9
and+or+nand+nor | 121
muxes | 31
## through the flow
step / power (mW) / instance area [sq um] / utilization [%]
global placement: 0.461 / 3980 / 34.3
floorplan: 0.447 / 3630 / -
CTS: 0.905 / 4280 / 36.8
detailed placement: 0.462 / 3980 / 34.3
global route: 0.930 / 4280 / 36.8
finish: 0.892 / 4280 / 36.8
Power is estimated from default activity; no workload was simulated.
